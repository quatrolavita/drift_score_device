==> design/flow/design.v <==
module score_module(i_range, i_reset, i_clk, o_score);
input [9:0] i_range;
input i_clk, i_reset;
output reg o_score;
reg [9:0] out_cnt;
always @(posedge i_clk) begin 
	if (i_reset) begin 
		out_cnt <= 10'b0;
	end else begin 
	out_cnt <= out_cnt + 1;
	end
end
always @(posedge i_clk) begin
	if (out_cnt == i_range) begin
		o_score = 1'b1;
	end else begin
		o_score = 1'b0;
	end
end
endmodule
==> design/flow/run.sh <==
#!/bin/bash
# OpenROAD 26Q1-2900-gdf79404cd8, Yosys 0.63+post, stock flow scripts
make -C /OpenROAD-flow-scripts/flow DESIGN_CONFIG=/design/flow/config.mk WORK_HOME=/design/flow/orfs finish
==> design/flow/config.mk <==
export PLATFORM = sky130hd
export DESIGN_NAME = score_module
export DESIGN_NICKNAME = score_module
export VERILOG_FILES = /design/flow/design.v
export SDC_FILE = /design/flow/constraint.sdc
export NUM_CORES = 4
export LEC_CHECK = 1
export CORE_AREA = 10 10 70 70
export DIE_AREA = 0 0 80 80
==> design/flow/constraint.sdc <==
current_design score_module

set clk_period 1.8
set clk_io_pct 0.2

create_clock -name clk0 -period $clk_period [get_ports {i_clk}]

set non_clock_inputs [all_inputs -no_clocks]
set_input_delay [expr $clk_period * $clk_io_pct] -clock clk0 $non_clock_inputs
set_output_delay [expr $clk_period * $clk_io_pct] -clock clk0 [all_outputs]
==> notes.md <==
yosys + openroad results -> status finished clean, unrepaired setup endpoints after global routing false, Mux cell area share about 2.1%, hold-fix buffers at CTS 0, CTS tree built, quantity of I/O buffers inserted on ports 12, post-CTS sizing 0, number of cells in Yosys stat ~60, number of cell rows 21, Cell Count Post-Placement approximately 120, largest non-sequential cell family by area simple AND/OR/NAND/NOR gates, routed via count 445, Worst-path clk slew about 0.07 ns, number of sinks driven by the clock tree 11, Area growth, synth to finish 37.41%, TritonCTS buffer count 3, ratio of final minimum period to clock period 77.33%, highest-delay cell along the critical path sky130_fd_sc_hd__clkdlybuf4s50_1, Syn. warnings 1, cell family with most CP delay buffers and inverters, synthesized-area fraction occupied by xor and xnor cells about a fifth, fin crit period approximately 1.4 ns, area of the multi-input gates 309.0 sq um, number of setup violations in the final report 0, total wirelength of the detailed-routed design between 1 and 1.5 mm, critical-path maximum fanout 1, Routability Congestion approximately 0.85, tally of filler cells in the layout about 380, number of pins with negative max-slew slack in the final report 0, post-synthesis area per instance ~9 sq um, number of violations of the max-capacitance limit 0, initial standard-cell utilization of the core between 10% and 20%, number of inserted diodes 0, number of failing hold endpoints at the final stage 0, count of buffering cells on the critical path with inverters included 1, largest cells by area after synthesis sky130_fd_sc_hd__dfxtp_1 (41%), sky130_fd_sc_hd__xnor2_1 (15%), sky130_fd_sc_hd__xor2_1 (6.5%), number of top-level pins 13, peak supply drop between 0.2 and 0.25 mV, first-pass GRT wire length roughly 1.9 mm, number of instances in the synthesized netlist 60, DR pass1 iterations 4, classification of the worst-slack hold path flip-flop to flip-flop, tool warning count 25, antenna violations before repair 0, sequential fraction of the synthesis area between 40% and 50%, fraction of final layout cells sized beyond drive strength 1 ~6.7%, insertion delay of the later-clocked pin in the worst-skew pair about 0.27 ns, number of library cell types mapped by synthesis 20, maximum number of pins on one net before global-route repair 10, maximum level of the CTS H-tree 1, post-CTS setup buffers 0, biggest area consumer among synthesized cells sky130_fd_sc_hd__dfxtp_1, die boundary width about 80 um, WL/cell approximately 9.9 um, Die Span Y around 80 um, data required time of the worst path ~1.4 ns, combined area of all synthesized cells approximately 540 sq um, post-synthesis chip area from yosys between 500 and 600 sq um, critical path launch point type flip-flop, data arrival at the endpoint of the critical path slightly above 1 ns, cell-by-cell trace of the critical path clkdlybuf4s50_1, GRT Total Usage approximately 3.7%, maximum buffer depth of the clock tree 2, share of Yosys cell area claimed by the top area cell type between 40% and 50%, Synthesized registers 11, total core area 3416 sq um, worst relative slew slack between 80 and 90%, Die Area around 6400 sq um, pwr dens 655.5 nW/um^2, post-detailed-route count of antenna-violating nets 0, residual overflow from global routing 0, number of DRC markers after the initial detailed-route iteration 38, post-route setup slack ~0.41 ns, Crit Path Category flip-flop to output pin, number of global-route vias before repair about 400, simple-gate share of the synthesized area about a quarter, Clock Root Buffer sky130_fd_sc_hd__clkbuf_4, category of the worst setup path capture point output pin, yosys aoi share around 8.3%, Synth Area in Adders 2.309%, Place WS about 0.42 ns, total area of sequential cells about 220 sq um, aggregate negative setup slack 0 ns, Worst Max-Slew Pin Slew ~0.25 ns, residual DRC count 0, final HPWL from detailed placement 921.3 um, FMAX approximately 0.72 GHz, slowest stage delay, CP between 0.4 and 0.5 ns, mean number of vias per cell 3.678, count of non-filler cells in the finished layout between 100 and 150, final standard cell utilization of the core between 20% and 30%, Leakage Power around 0.00023 uW, worst clock skew on the final layout between 0.004 and 0.005 ns
## cells by family (layout without fill, tap and decap cells)
| logic type | Yosys count | after routing |
|---|---|---|
| flip-flops | 11 | 11 |
| AND-OR/OR-AND | 8 | 8 |
| XOR/XNOR | 13 | 13 |
| buffers and inverters | 3 | 18 |
| adder cells (fa/ha/maj) | 1 | 1 |
| multiplexers | 1 | 1 |
| AND/OR/NAND/NOR | 23 | 23 |
## worst register-to-register path: cells and delay by family (launching register included)
| kind | cells | cell delay [ns] |
|---|---|---|
| AND/OR/NAND/NOR | 2 | 0.30 |
| adder cells (fa/ha/maj) | 1 | 0.23 |
| multiplexers | 1 | 0.32 |
| flip-flops | 1 | 0.42 |
## metal layers
metal	up-vias	track usage, %	wire length, um
li1	241	-	-
met1	184	5.993	679
met2	20	3.371	320
met3	0	3.068	195
met4	0	0.3521	0
met5	-	0	0
## area by class of cell
cell class	instances	share of cell area, %
clock buffers	4	3.529
inverters	1	0.5042
multi-input cells	46	41.51
flip-flops and latches	11	29.58
well taps	46	7.731
repair buffers	13	17.14
## registers in the layout, summed over array words and instances, names as in the netlist
register	flops
out_cnt	10
o_score	1
## report_power, final
group / switching [uW] / internal [uW]
Combinational: 19.3 / 38.7
Clock: 86.5 / 85.9
Sequential: 8.67 / 249
## stage by stage
step / hold slack [ns] / instance area [sq um] / power [uW]
floorplan: 0.4517 / 541.8 / 289.3
global placement: 0.4711 / 718.2 / 320.1
detailed placement: 0.4798 / 718.2 / 320.9
global route: 0.5292 / 744.5 / 511.0
finish: 0.4955 / 744.5 / 488.0
CTS: 0.4969 / 744.5 / 492.6
## synthesized netlist by cell type (all sizes together)
master   n
o31ai    2
mux2     1
or3      2
nor4     1
nand4    4
dfxtp   11
nor2     6
nand2    2
ha       1
buf      1
nor2b    2
o21ai    2
clkbuf   1
xnor2    9
xor2     4
inv      1
nand3    4
a21oi    4
or4      2
## worst paths after layout
path	startpoint	end	slack (ns)	cells after the start
max	o_score$_DFF_P_	o_score	0.41	1
min	out_cnt[0]$_SDFF_PP0_	out_cnt[0]$_SDFF_PP0_	0.50	1
max reg2reg	out_cnt[0]$_SDFF_PP0_	out_cnt[6]$_SDFF_PP0_	0.42	4
min reg2reg	out_cnt[0]$_SDFF_PP0_	out_cnt[0]$_SDFF_PP0_	0.50	1
## layout by cell type (no fill, tap or decap), types with 3 or more instances in the layout
master | netlist | layout
sky130_fd_sc_hd__nand3_1 | 3 | 3
sky130_fd_sc_hd__nor2_1 | 6 | 6
sky130_fd_sc_hd__clkdlybuf4s50_1 | 0 | 12
sky130_fd_sc_hd__nand4_1 | 4 | 4
sky130_fd_sc_hd__xnor2_1 | 9 | 9
sky130_fd_sc_hd__xor2_1 | 4 | 4
sky130_fd_sc_hd__a21oi_1 | 4 | 4
sky130_fd_sc_hd__clkbuf_4 | 0 | 3
sky130_fd_sc_hd__dfxtp_1 | 11 | 11
Power figures rest on the tool's default switching activity, not on a simulated workload.
