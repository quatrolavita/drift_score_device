`constraint.sdc`:
```
current_design BCD_to_HEX

set clk_period 1.3
set clk_io_pct 0.2

create_clock -name clk0 -period $clk_period

set non_clock_inputs [all_inputs -no_clocks]
set_input_delay [expr $clk_period * $clk_io_pct] -clock clk0 $non_clock_inputs
set_output_delay [expr $clk_period * $clk_io_pct] -clock clk0 [all_outputs]
```
`config.mk`:
```
export PLATFORM = sky130hd
export DESIGN_NAME = BCD_to_HEX
export DESIGN_NICKNAME = BCD_to_HEX
export VERILOG_FILES = /design/flow/design.v
export SDC_FILE = /design/flow/constraint.sdc
export NUM_CORES = 4
export LEC_CHECK = 1
export CORE_AREA = 10 10 70 70
export DIE_AREA = 0 0 80 80
```
`design.v`:
```
module BCD_to_HEX(i_dat, o_seg);
input       [3:0]   i_dat;
output  reg [6:0]   o_seg;
always @* begin
    case (i_dat)
        4'h0: o_seg = 7'b1000000;
        4'h1: o_seg = 7'b1111001;
        4'h2: o_seg = 7'b0100100;
        4'h3: o_seg = 7'b0110000;
        4'h4: o_seg = 7'b0011001;
        4'h5: o_seg = 7'b0010010;
        4'h6: o_seg = 7'b0000010;
        4'h7: o_seg = 7'b1111000;
        4'h8: o_seg = 7'b0000000;
        4'h9: o_seg = 7'b0011000;
        4'hA: o_seg = 7'b0001000;
        4'hB: o_seg = 7'b0000011;
        4'hC: o_seg = 7'b1000110;
        4'hD: o_seg = 7'b0100001;
        4'hE: o_seg = 7'b0000110;
        4'hF: o_seg = 7'b0001110;
    endcase
end
endmodule
```
`run.sh`:
```
#!/bin/bash
# OpenROAD 26Q1-2900-gdf79404cd8, Yosys 0.63+post, stock flow scripts
make -C /OpenROAD-flow-scripts/flow DESIGN_CONFIG=/design/flow/config.mk WORK_HOME=/design/flow/orfs finish
```
==> flow_summary.toml <==
# yosys + openroad results
[timing]
achievable-frequency_ghz = 0.685
setup_slack_ns = -0.160
fin_crit_ns = 1.46
drv_slew = 0
grt_setup_unrepaired = "true"
final-setup-viol-count = 6
hold_ws_ns = 0.956
tightest_slew_ns = 0.130
post-route-period-util = 1.12
slew-limit-headroom = 0.911
hold_violations = 0

[die]
fp-utilization = 0.0747
rows = 21
die_h_um = 80
core-area_mm2 = 0.00342
die_x_um = 80
die_area_mm2 = 0.00640
ios = 11

[route]
wl_per_cell_um = 9.36
ant_nets = 0
viasPerCell = 3.12
wl_um = 992
met2_length_um = 518
drcViolationCount = 0
dr.max_layer_used = "met3"
met3_length_um = 25
dr_total_vias = 331
wl_met1_um = 447
first_iter_violations = 18
dr.pass1.iters = 2
antenna_cells = 0

[status]
status = "finished with violations"
violations = "setup timing"

[cells_and_area]
clkbuf_count = 0
ff_count = 0
drive_above_1_share = 0.717
area_growth_pct = 160
ff_latch_area_um2 = 0

[critical_path]
path_cells = "buf_12 > buf_6 > ha_4 > mux2_4 > a22o_1 > buf_2"
crit_type = "in -> out"
worst_setup_path_end_kind = "output pin"
critPathSlowestCell = "mux2_4"
cp_slowest_stage_delay_ns = 0.26
required_ns = 1.04
crit_family = "buffers and inverters"
worst-path-stages = 6
path_buffers = 3
cp-start-kind = "input port"
critical_path_arrival_ns = 1.20
cp_max_fo = 4

[logic_synthesis]
synth_seq_share = 0
syn_avg_cell_area_um2 = 7.51
synth_cells = 34
ys_area_um2 = 255
ys_types = 19
ys_warn_count = 1
ys_cells = 34
synthesis.area_um2 = 255

[global_routing]
grt_max_degree = 7
first_global_vias = 344
grt_pass1_wl_mm = 1.68
grt.total_usage = 0.0305
antenna_found_initial = 0
overflow = 0

[placement]
portBuffers = 11
place_ws_ns = -1.01
gp_congestion = 0.688
dp_hpwl_um = 688

[power_and_ir_drop]
power.density_mw_per_mm2 = 298
irDropWorstVdd_mv = 0.0457
leakagePower_nw = 0.301
total_power_uw = 198

[clocking]
hold_buffers = 0

[flow_run]
max_cap_viol_count = 0
warnings = 39

[worst_hold_path]
hold_path_depth = 4
hold_path.class = "in -> out"
## worst min-delay path, stage by stage
cell,delay [ns]
buf_8,0.09
buf_6,0.11
a32o_2,0.15
buf_2,0.09
## final timing paths
path / startpoint / endpoint / slack (ns)
max: i_dat[0] / o_seg[6] / -0.16
min: i_dat[1] / o_seg[1] / 0.96
## synthesized netlist by cell type
library cell  instances  area, µm²
ha_1                  6       75.1
inv_1                 3       11.3
mux2i_1               3       30.0
nor2_1                3       11.3
o21ai_0               3       15.0
a22o_1                2       17.5
nand2b_1              2       12.5
a21oi_1               1       5.00
a32o_1                1       10.0
buf_6                 1       11.3
clkbuf_1              1       3.75
mux2_2                1       11.3
nand2_1               1       3.75
nand3_1               1       5.00
nor2_2                1       6.26
nor2b_1               1       6.26
o21ai_1               1       5.00
o22ai_1               1       6.26
or3b_1                1       8.76
## metrics by stage
| step | util | area, µm² | setup TNS [ns] | instances |
|---|---|---|---|---|
| after floorplan | - | 255 | 0 | 34 |
| after global placement | 0.137 | 468 | -6.32 | 97 |
| after detailed placement | 0.137 | 468 | -6.31 | 97 |
| after CTS | 0.178 | 607 | -0.668 | 104 |
| after global routing | 0.195 | 664 | -0.876 | 106 |
| final | 0.195 | 664 | -0.611 | 106 |
## layout make-up
type	count	area, µm²
fillers	379	2750
repair buffers	28	253
well taps	46	57.6
multi-input cells	29	328
inverters	3	26.3
## routing by layer
layer / vias to the layer above / global-route usage
li1: 174 / -
met1: 154 / 0.0396
met2: 3 / 0.0562
met3: 0 / 0.00227
met4: 0 / 0
met5: - / 0
## report_power, final
group          internal, mW  switching (mW)
Sequential                0               0
Combinational         0.121          0.0772
Clock                     0               0
## repair_timing
item	4_1_cts	5_1_grt
buffers inserted	6	2
setup endpoints to repair	7	7
pin swaps	7	7
gates resized	66	12
gates cloned	1	0
## placed cells by master, fill, tap and decap left out, drive strengths merged
master and count:
a21oi 1, a22o 2, a32o 1, buf 24
clkbuf 1, clkdlybuf4s15 2, dlygate4sd2 1, ha 6
inv 3, mux2 1, mux2i 3, nand2 1
nand2b 2, nand3 1, nor2 4, nor2b 1
o21ai 4, o22ai 1, or3b 1
## kinds of logic after synthesis
| group | share of synthesized area |
|---|---|
| AND-OR/OR-AND | 0.230 |
| buffers and inverters | 0.103 |
| AND/OR/NAND/NOR | 0.211 |
| multiplexers | 0.162 |
| adder cells (fa/ha/maj) | 0.294 |
