$ cat flow/config.mk
export PLATFORM = sky130hd
export DESIGN_NAME = range_speed_module
export DESIGN_NICKNAME = range_speed_module
export VERILOG_FILES = /design/flow/design.v
export SDC_FILE = /design/flow/constraint.sdc
export NUM_CORES = 4
export LEC_CHECK = 1
export CORE_UTILIZATION = 50
$ cat flow/run.sh
#!/bin/bash
# OpenROAD 26Q1-2900-gdf79404cd8, Yosys 0.63+post, stock flow scripts
make -C /OpenROAD-flow-scripts/flow DESIGN_CONFIG=/design/flow/config.mk WORK_HOME=/design/flow/orfs finish
$ cat flow/constraint.sdc
current_design range_speed_module

set clk_period 5.6
set clk_io_pct 0.2

create_clock -name clk0 -period $clk_period [get_ports {i_clk}]

set non_clock_inputs [all_inputs -no_clocks]
set_input_delay [expr $clk_period * $clk_io_pct] -clock clk0 $non_clock_inputs
set_output_delay [expr $clk_period * $clk_io_pct] -clock clk0 [all_outputs]
$ cat flow/design.v
module range_speed_module(i_range, i_rst, i_clk, o_min_range, o_max_speed);
input [9:0] i_range;
input i_rst, i_clk;
output reg [9:0] o_min_range;
output reg [7:0] o_max_speed;
reg [32:0] diff_time;
reg [9:0] temp_range;
always @(posedge i_clk) begin
	if (i_rst) begin 
		diff_time<= 32'b0;
	end else begin
		diff_time<= diff_time+ 1'b1;
	end
end
always @(posedge i_clk) begin
	if (i_rst) begin
		o_min_range <= 10'hA;
	end else if (diff_time== 32'hFFFFFFFF) begin 
		if (i_range < o_min_range) begin
			o_min_range <= i_range;
		end 
	end
end
always @(posedge i_clk) begin
	if (i_rst) begin 
		o_max_speed <= 8'b0;
		temp_range <= i_range;
	end else begin
		if (temp_range > i_range) begin
			o_max_speed <= (temp_range - i_range);
			temp_range <= i_range;
		end
	end
end
endmodule
==> flow_summary.ini <==
; yosys + openroad results
[routing]
first_pass_iters = 4
num_vias = 2156
drt-total-wl_mm = 5.10
ant_nets = 0
avgViaCountPerCell = 5.03
drcViolationCount = 0
wl_per_cell_um = 11.9
insertedDiodeCount = 0
drtIter0Drc = 68

[die]
io_pins = 30
die_h_um = 79.0
fp-utilization = 0.528
core_area_um2 = 5610
num_rows = 27
die_w_um = 79.0
die_area_um2 = 6240

[final_timing]
fin_skew_ps = 5.90
min_period_ps = 3370
period_used_share = 0.601
tns_ps = 0
fin_ws_ps = 2230
whs_ps = 455
hold_viol = 0
rsz0062_at_grt = false
worst_pin_slew_ps = 531
slew_violations = 0
relSlewSlack = 0.646
fmax_mhz = 297
setup_viol = 0

[grt]
grt_pass1_wl_mm = 8.82
grt_max_degree = 53
grt_usage = 0.187
grt_remaining_overflow = 0
antenna_found_initial = 0
grt_pass1_vias = 2069

[synth]
edf_count = 10
netlist_area_um2 = 2960
ys.flops = 61
synth_async_sr_flop_share = 0
ys_warn_count = 1
synth_seq_share = 0.446
ys.flop_type = dfxtp_1
synth_cell_types = 43
ys_area_um2 = 2960
syn_area_per_cell_um2 = 9.35
synth_cells = 317
ys_cells = 317

[place]
portBuffers = 29
dp_slack_ps = 1890
hpwl_mm = 3.63
finalWeightedCongestion = 0.850

[cts]
cts_buffers = 9
post_cts_buffers = 0
cts_hold_buf = 0
cts_buffer_depth = 2
h-tree-depth = 3
clockRootBuffer = clkbuf_8
clk_latency_ps = 320
cts_sinks = 61
cts_tree = done
clk_pin_slew_worst_paths_ps = 60
cts-resized-gates = 0

[setup_path]
cpMaxStageDelayCell = clkdlybuf4s50_1
crit_arrival_ps = 3320
worstSetupPathType = primary input to flop
crit_chain = clkdlybuf4s50_1 -> ha_1 -> fa_1 -> nor2b_1 -> o21bai_1 -> a21oi_1 -> o31ai_1 -> buf_4 -> nand2b_1
cpPeakStageDelay_ps = 470
required_ps = 5560
worst_setup_path_end_kind = flop
crit_fanout = 12
cp-start-kind = primary input

[power]
p_leak_nw = 1.38
power_density_nw_per_um2 = 262
ir_drop_mv = 0.204
finalPower_uw = 910

[finish]
area_growth_pct = 17.5
layout.area.comb_um2 = 1510
final_cell_mix = 51 x dfxtp_1, 49 x nor2_1, 28 x clkdlybuf4s50_1, 27 x inv_1, 21 x ha_1
flop_area_um2 = 1320
mostFrequentLayoutCell = dfxtp_1
drive_gt1_frac = 0.0672
fill_cells = 495

[min_path]
hp-class = flop to flop

[run]
openroad.warnings = 26
maxCapViolCount = 0

[outcome]
status = finished, final reports clean
Yosys cell counts (2+ instances only):
| master | instances | share of area |
|---|---|---|
| clkbuf_1 | 6 | 0.0076 |
| mux2i_1 | 13 | 0.044 |
| and3_2 | 2 | 0.0051 |
| xor2_1 | 19 | 0.056 |
| nand2b_1 | 3 | 0.0063 |
| inv_1 | 27 | 0.034 |
| or2_2 | 2 | 0.0042 |
| o21a_1 | 3 | 0.0076 |
| nand4_1 | 7 | 0.015 |
| nand2_1 | 16 | 0.020 |
| and4_1 | 3 | 0.0089 |
| dfxtp_1 | 51 | 0.34 |
| buf_2 | 2 | 0.0034 |
| or3_1 | 3 | 0.0063 |
| and3_1 | 5 | 0.011 |
| a21oi_1 | 11 | 0.019 |
| xnor2_1 | 13 | 0.038 |
| o21ai_0 | 8 | 0.014 |
| a211o_1 | 2 | 0.0059 |
| nor3_1 | 6 | 0.010 |
| nor2b_1 | 4 | 0.0084 |
| ha_1 | 21 | 0.089 |
| nor2_1 | 49 | 0.062 |
| edfxtp_1 | 10 | 0.10 |
| nand3_1 | 13 | 0.022 |
layout make-up:
class | count | area share
sequential | 61 | 0.380
multi-input combinational | 221 | 0.433
timing repair buffer | 32 | 0.0884
tap | 72 | 0.0259
clock buffer | 14 | 0.0410
clock inverter | 2 | 0.00288
inverter | 27 | 0.0291
state kept, by name, indices dropped and copies added (netlist names):
name / count
o_min_range: 10
temp_range: 10
o_max_speed: 8
diff_time: 33
through the flow:
stage / cell area [µm²] / util / cells
2_1_floorplan: 2960 / - / 317
3_3_place_gp: 3330 / 0.593 / 413
3_5_place_dp: 3330 / 0.593 / 413
4_1_cts: 3480 / 0.621 / 429
5_1_grt: 3480 / 0.621 / 429
6_report: 3480 / 0.621 / 429
worst max-delay path: cells and delay by family:
kind | cells | cell delay (ps)
AND-OR/OR-AND | 3 | 320
adder cells (fa/ha/maj) | 2 | 680
buffers and inverters | 2 | 650
AND/OR/NAND/NOR | 2 | 570
per-layer routing:
layer	routed length, µm	up-vias	GRT usage	share of wire
li1	-	1147	-	-
met1	2310	963	0.243	0.45
met3	289	8	0.0735	0.057
met4	80	0	0.0291	0.016
met2	2420	38	0.307	0.47
met5	0	-	0	0
power breakdown:
| part | leakage (nW) | switching (mW) | internal [mW] |
|---|---|---|---|
| sequential | 0.514 | 0.00817 | 0.466 |
| combinational | 0.784 | 0.0591 | 0.0639 |
| clock | 0.0784 | 0.153 | 0.160 |
| total | 1.38 | 0.220 | 0.690 |
kinds of logic (layout without fill, tap and decap cells):
family                     count (synthesis)  in the layout  synth area share
xor gates and xnor gates                  32             32            0.0946
AOI/OAI and AO/OA                         32             32            0.0667
muxes                                     13             13            0.0439
DFF                                       61             61             0.446
adders and majority gates                 22             22            0.0954
buffers and inverters                     35             75            0.0452
and+or+nand+nor                          122            122             0.208
path summary, 6_finish.rpt:
kind	to	slack (ps)	from	cells after the start
hold / removal	o_max_speed[1]$_SDFFE_PP0N_	450	o_max_speed[1]$_SDFFE_PP0N_	2
hold reg to reg	o_max_speed[1]$_SDFFE_PP0N_	450	o_max_speed[1]$_SDFFE_PP0N_	2
setup / recovery	temp_range[0]$_DFFE_PP_	2230	i_range[0]	9
setup reg to reg	o_min_range[3]$_SDFFE_PP1P_	2840	diff_time[19]$_SDFF_PP0_	13
No activity file was given, so power comes from the tool's default toggle rates.
